File: /design/flow/run.sh
#!/bin/bash
# OpenROAD 26Q1-2900-gdf79404cd8, Yosys 0.63+post, stock flow scripts
make -C /OpenROAD-flow-scripts/flow DESIGN_CONFIG=/design/flow/config.mk WORK_HOME=/design/flow/orfs finish
File: /design/flow/config.mk
export PLATFORM = sky130hd
export DESIGN_NAME = TC
export DESIGN_NICKNAME = TC
export VERILOG_FILES = /design/flow/design.v
export SDC_FILE = /design/flow/constraint.sdc
export NUM_CORES = 4
export LEC_CHECK = 1
export CORE_UTILIZATION = 40
File: /design/flow/constraint.sdc
current_design TC

set clk_period 7.3
set clk_io_pct 0.2

create_clock -name clk0 -period $clk_period [get_ports {clk}]

set non_clock_inputs [all_inputs -no_clocks]
set_input_delay [expr $clk_period * $clk_io_pct] -clock clk0 $non_clock_inputs
set_output_delay [expr $clk_period * $clk_io_pct] -clock clk0 [all_outputs]
File: /design/flow/design.v
`timescale 1ns / 1ps
`default_nettype none
module TC(
    input wire clk,
    input wire reset,
    input wire [31:2] Addr,
    input wire WE,
    input wire [31:0] Din,
    output wire [31:0] Dout,
    output wire IRQ
    );
	reg [1:0] state;
	reg [31:0] mem [2:0];
	reg _IRQ;
	assign IRQ = mem[0][3] & _IRQ;
	assign Dout = mem[Addr[3:2]];
	wire [31:0] load = Addr[3:2] == 0 ? {28'h0, Din[3:0]} : Din;
	integer i;
	always @(posedge clk) begin
		if(reset) begin
			state <= 0; 
			for(i = 0; i < 3; i = i+1) mem[i] <= 0;
			_IRQ <= 0;
		end
		else if(WE) begin
			mem[Addr[3:2]] <= load;
		end
		else begin
			case(state)
				2'b00 : if(mem[0][0]) begin
					state <= 2'b01;
					_IRQ <= 1'b0;
				end
				2'b01 : begin
					mem[2] <= mem[1];
					state <= 2'b10;
				end
				2'b10  : 
					if(mem[0][0]) begin
						if(mem[2] > 1) mem[2] <= mem[2]-1;
						else begin
							mem[2] <= 0;
							state <= 2'b11;
							_IRQ <= 1'b1;
						end
					end
					else state <= 2'b00;
				default : begin
					if(mem[0][2:1] == 2'b00) mem[0][0] <= 1'b0;
					else _IRQ <= 1'b0;
					state <= 2'b00;
				end
			endcase
		end
	end
endmodule
==> run_results.csv <==
group,metric,value,unit
pwr,leakagePower,3.106,nW
setup_path,cp_max_fo,37,
detailed_routing,vias_per_cell,5.647,
min_path,whs_path_depth,2,
floorplanning,die.size.y,132.4,um
layout,fin_cells,880,
pwr,combPwrFrac,0.108,
detailed_routing,diodes,0,
place,place_ws,2585,ps
yosys,ff_type,"edfxtp_1",
clocking,htreeDepth,4,
global_routing,grt.overflow.total,0,
yosys,synth_flops,133,
setup_path,crit_family,"buffers and inverters",
clocking,cts.sinks,133,
clocking,path_clk_slew,60,ps
yosys,ys_cells,552,
yosys,yosysUniqueCellTypes,54,
yosys,syn_avg_cell_area,12.31,um^2
setup_path,crit_path_end_kind,"output pin",
final_timing,worst_pin_slew,935.4,ps
floorplanning,dieArea,17520,um^2
yosys,edf_count,128,
floorplanning,fp.dieW,132.4,um
setup_path,r2r-start,"mem[2][5]",
clocking,root_buffer,"clkbuf_16",
layout,drive_above_1_share,0.1530,
place,place.detailed.instances,848,
yosys,syn_inst,552,
final_timing,drv_slew,0,
setup_path,r2r-end,"mem[2][28]",
place,portBuffers,69,
final_timing,setup_ws,2645,ps
setup_path,ff2ff_setup_slack,4440,ps
detailed_routing,first_pass_iters,5,
pwr,p_clk_frac,0.429,
floorplanning,ios,98,
detailed_routing,drt.antenna.violating_nets,0,
clocking,clockBufferDepth,2,
min_path,hold_end,"state[3]",
global_routing,grt_max_degree,40,
final_timing,setup_tns,0,ps
final_timing,setup_violations,0,
floorplanning,fp_util,0.4098,
setup_path,crit_buf_inv,3,
setup_path,required,5840,ps
detailed_routing,postRouteWirelength,17860,um
clocking,cts-buffers-inserted,17,
setup_path,crit_type,"in -> out",
detailed_routing,vias,4969,
yosys,yosys_area,6797,um^2
run,maxCapViolations,0,
clocking,clk_latency,410,ps
layout,synthToLayoutAreaGrowth,24.45,%
yosys,async_reset_ff_frac,0,
pwr,ir_drop,202.8,uV
final_timing,clock.fmax,0.2148,GHz
floorplanning,rows,47,
yosys,yosys_warnings,1,
min_path,hold_path_class,"reg -> reg",
final_timing,fin_worst_skew,4.926,ps
pwr,switching_power,0.0004382,W
pwr,sw_frac_of_total,0.2232,
floorplanning,core,16580,um^2
run_status,status,"finished clean",
clocking,cts_resized,0,
global_routing,grt_pass1_vias,5276,
layout,nFillCells,1431,
setup_path,cp-start-kind,"input port",
min_path,hp-start,"state[3]",
place,gp_congestion,0.8321,
pwr,seqPwrFrac,0.464,
run,warnings,54,
detailed_routing,drt-initial-drc-count,289,
yosys,synth_area,6797,um^2
yosys,ys_seq_frac,0.5803,
pwr,internal_power,0.001525,W
setup_path,slowest_delay,630,ps
clocking,cts_setup_buffers,0,
final_timing,finalCriticalPeriod,4655,ps
setup_path,slowest_stage,"mux4_2",
detailed_routing,drc_errors,0,
global_routing,grt_pass1_wl,28350,um
global_routing,grt_usage,0.2309,
final_timing,rsz0062_at_grt,"false",
global_routing,grt_antenna_before_repair,0,
detailed_routing,wl_per_cell,20.30,um
setup_path,path_cells,"buf_2, buf_4, mux4_2, clkdlybuf4s50_1",
setup_path,r2r.worst_path.cells,6,
final_timing,finalHoldViolCount,0,
clocking,ctsHoldBuffers,0,
clocking,cts_tree,"built",
final_timing,relSlewSlack,0.3749,
place,hpwl,11040,um
final_timing,fin_crit_sh,0.6377,
pwr,power.density,232.2,nW/um^2
setup_path,arrival,3190,ps
## Yosys cell counts, drive strengths merged (2+ instances only)
cell type,number,share of area
a31oi,4,0.0059
mux4,32,0.11
nand3,30,0.022
xor2,19,0.024
and2,14,0.013
and4,2,0.0026
a221oi,9,0.012
o211ai,3,0.0033
nor3,24,0.018
edfxtp,128,0.57
a32o,2,0.0029
a21oi,20,0.015
o31ai,2,0.0022
nand2b,3,0.0028
or2,6,0.0055
nand2,43,0.024
buf,6,0.0046
nor2,82,0.046
o21ai,6,0.0044
or3,6,0.0055
nand4,4,0.0037
dfxtp,5,0.015
or4,6,0.0066
xnor2,8,0.010
inv,8,0.0044
and3,12,0.011
ha,2,0.0037
clkbuf,31,0.017
nor4,18,0.022
## worst max path at each step
stage	startpoint	end	slack, ps	depth (start not counted)
after CTS	Addr[2]	Dout[14]	2580	4
after global routing	Addr[2]	Dout[26]	2500	4
final	Addr[2]	Dout[31]	2650	4
## power groups by stage
stage / logic [W] / clock network, W / registers (W)
finish: 0.000211 / 0.000842 / 0.000910
global route: 0.000231 / 0.000889 / 0.000916
CTS: 0.000214 / 0.000852 / 0.000910
## flip-flops by register name, indices dropped and copies added (netlist names)
name / cells
mem: 128
state: 4
_IRQ: 1
## layout make-up
class	count	area (um^2)	share of cell area
Clock buffer	17	425.4	0.05030
Clock inverter	15	163.9	0.01938
Inverter	8	30.03	0.003550
Multi-Input combinational cell	401	2811	0.3324
Sequential cell	133	3944	0.4663
Tap cell	220	275.3	0.03254
Timing Repair Buffer	86	808.3	0.09556
## per-stage QoR
stage / power, W / util / area (um^2) / hold slack (ps)
global route: 0.002035 / 0.5100 / 8458 / 474.1
global placement: 0.001135 / 0.4745 / 7869 / 435.5
floorplan: 0.001033 / - / 6898 / 423.3
detailed placement: 0.001137 / 0.4745 / 7869 / 446.0
finish: 0.001964 / 0.5100 / 8458 / 448.8
CTS: 0.001976 / 0.5100 / 8458 / 455.3
## per-layer routing
| metal | track usage | share of wire | up-vias | routed length [um] |
|---|---|---|---|---|
| met1 | 0.3257 | 0.40 | 2398 | 7082 |
| met5 | 0 | 0 | - | 0 |
| met4 | 0.03768 | 0.020 | 0 | 360 |
| met3 | 0.1249 | 0.11 | 22 | 2015 |
| li1 | - | - | 2276 | - |
| met2 | 0.3418 | 0.47 | 273 | 8403 |
## placed cells by master, fill, tap and decap left out, drive strengths merged, types with 8 or more instances in the layout
| master | Yosys | layout |
|---|---|---|
| xor2 | 19 | 19 |
| nand2 | 43 | 43 |
| mux4 | 32 | 32 |
| nor4 | 18 | 18 |
| clkdlybuf4s50 | 0 | 67 |
| buf | 6 | 19 |
| nor2 | 82 | 82 |
| xnor2 | 8 | 8 |
| edfxtp | 128 | 128 |
| inv | 8 | 8 |
| and2 | 14 | 14 |
| conb | 1 | 28 |
| and3 | 12 | 12 |
| nand3 | 30 | 30 |
| a221oi | 9 | 9 |
| nor3 | 24 | 24 |
| a21oi | 20 | 20 |
| clkbuf | 31 | 17 |
## kinds of logic after synthesis
family / Yosys count / share of synthesized area
and+or+nand+nor: 253 / 0.1869
DFF: 133 / 0.5803
AOI/OAI and AO/OA: 58 / 0.06020
buffers and inverters: 45 / 0.02614
muxes: 33 / 0.1075
xor gates and xnor gates: 27 / 0.03479
adders and majority gates: 2 / 0.003681
other: 1 / 0.0005518
## worst min-delay path, cell delays in order (launching register included)
cell and delay [ps]:
dfxtp_1 310, nand2_1 50, nand2_1 40
Power is estimated from default activity; no workload was simulated.
